## ./config.mk

```make
export PLATFORM = sky130hd
export DESIGN_NAME = AXI4_Lite_Slave
export DESIGN_NICKNAME = AXI4_Lite_Slave
export VERILOG_FILES = /design/flow/design.v
export SDC_FILE = /design/flow/constraint.sdc
export NUM_CORES = 4
export LEC_CHECK = 1
export CORE_UTILIZATION = 40
```

## ./constraint.sdc

```tcl
current_design AXI4_Lite_Slave

set clk_period 7.0
set clk_io_pct 0.2

create_clock -name clk0 -period $clk_period [get_ports {ACLK}]

set non_clock_inputs [all_inputs -no_clocks]
set_input_delay [expr $clk_period * $clk_io_pct] -clock clk0 $non_clock_inputs
set_output_delay [expr $clk_period * $clk_io_pct] -clock clk0 [all_outputs]
```

## ./design.v

```verilog
`timescale 1ns / 1ps
`timescale 1ns / 1ps
module AXI4_Lite_Master (
    input  logic        ACLK,
    input  logic        ARESETn,
    input  logic [31:0] addr,
    input  logic [31:0] wdata,
    input  logic        write,
    input  logic        transfer,
    output logic [31:0] rdata,
    output logic        ready,
    output logic [ 3:0] AWADDR,
    output logic        AWVALID,
    input  logic        AWREADY,
    output logic [31:0] WDATA,
    output logic        WVALID,
    input  logic        WREADY,
    input  logic [ 1:0] BRESP,
    input  logic        BVALID,
    output logic        BREADY,
    output logic [ 3:0] ARADDR,
    output logic        ARVALID,
    input  logic        ARREADY,
    input  logic [31:0] RDATA,
    input  logic        RVALID,
    output logic        RREADY,
    input  logic [ 1:0] RRESP
);
    logic w_ready, r_ready;
    logic [31:0] rdata_slv;
    assign ready = w_ready | r_ready;
    assign rdata = rdata_slv;
    typedef enum { 
        AW_IDLE_S,
        AW_VALID_S
    } aw_state_e;
    aw_state_e aw_state, aw_state_next;
    always_ff @( posedge ACLK) begin
        if (!ARESETn) begin  
            aw_state <= AW_IDLE_S;
        end else begin
            aw_state <= aw_state_next;
        end
    end
    always_comb begin
        aw_state_next = aw_state;
        AWVALID       = 1'b0;
        AWADDR        = addr[3:0];
        case (aw_state)
            AW_IDLE_S: begin
                AWVALID = 1'b0;
                if(transfer & write) begin
                    aw_state_next = AW_VALID_S;
                end
            end
            AW_VALID_S: begin
                AWADDR  = addr;
                AWVALID = 1'b1;
                if (AWVALID & AWREADY) begin
                    aw_state_next = AW_IDLE_S;
                end
            end  
        endcase
    end
    typedef enum { 
        W_IDLE_S,
        W_VALID_S
    } w_state_e;
    w_state_e w_state, w_state_next;
    always_ff @( posedge ACLK) begin
        if (!ARESETn) begin  
            w_state <= W_IDLE_S;
        end else begin
            w_state <= w_state_next;
        end
    end
    always_comb begin
        w_state_next = w_state;
        WVALID       = 1'b0;
        WDATA        = wdata;
        case (w_state)
            W_IDLE_S: begin
                WVALID = 1'b0;
                if(transfer & write) begin
                    w_state_next = W_VALID_S;
                end
            end
            W_VALID_S: begin
                WDATA = wdata;
                WVALID = 1'b1;
                if (WVALID & WREADY) begin
                    w_state_next = W_IDLE_S;
                end
            end  
        endcase
    end
    typedef enum { 
        B_IDLE_S,
        B_READY_S
    } b_state_e;
    b_state_e b_state, b_state_next;
    always_ff @( posedge ACLK) begin
        if (!ARESETn) begin  
            b_state <= B_IDLE_S;
        end else begin
            b_state <= b_state_next;
        end
    end
    always_comb begin
        b_state_next = b_state;
        BREADY       = 1'b0;
        w_ready        = 1'b0;
        case (b_state)
            B_IDLE_S: begin
                BREADY = 1'b0;
                if(BVALID) begin
                    b_state_next = B_READY_S;
                end
            end
            B_READY_S: begin
                BREADY = 1'b1;
                if (BVALID & BREADY) begin
                    b_state_next = B_IDLE_S;
                    w_ready        = 1'b1;
                end
            end  
        endcase
    end
    typedef enum { 
        AR_IDLE_S,
        AR_VALID_S
    } ar_state_e;
    ar_state_e ar_state, ar_state_next;
    always_ff @( posedge ACLK) begin
        if (!ARESETn) begin  
            ar_state <= AR_IDLE_S;
        end else begin
            ar_state <= ar_state_next;
        end
    end
    always_comb begin
        ar_state_next = ar_state;
        ARVALID       = 1'b0;
        ARADDR        = addr[3:0];
        case (ar_state)
            AR_IDLE_S: begin
                ARVALID = 1'b0;
                if(transfer & !(write)) begin
                    ar_state_next = AR_VALID_S;
                end
            end
            AR_VALID_S: begin
                ARADDR  = addr;
                ARVALID = 1'b1;
                if (ARVALID & ARREADY) begin
                    ar_state_next = AR_IDLE_S;
                end
            end  
        endcase
    end
    logic rd_inflight;
    always_ff @(posedge ACLK or negedge ARESETn) begin
    if (!ARESETn) rd_inflight <= 1'b0;
    else begin
        if (ARVALID && ARREADY) rd_inflight <= 1'b1;
        if (RVALID && RREADY)   rd_inflight <= 1'b0;
    end
    end
    typedef enum logic { R_IDLE_S, R_READY_S } r_state_e;
    r_state_e r_state, r_state_next;
    always_ff @(posedge ACLK or negedge ARESETn) begin
    if (!ARESETn) r_state <= R_IDLE_S;
    else          r_state <= r_state_next;
    end
    always_ff @(posedge ACLK or negedge ARESETn) begin
    if (!ARESETn) begin
        rdata_slv <= '0;
        r_ready   <= 1'b0;
    end else begin
        r_ready <= 1'b0;
        if (r_state == R_READY_S && RVALID) begin
        rdata_slv <= RDATA;
        r_ready   <= 1'b1;
        end
    end
    end
    always_comb begin
    r_state_next = r_state;
    RREADY       = 1'b0;
    unique case (r_state)
        R_IDLE_S : if (rd_inflight) r_state_next = R_READY_S;
        R_READY_S: begin
        RREADY = 1'b1;                 
        if (RVALID) r_state_next = R_IDLE_S;
        end
    endcase
    end
endmodule
module AXI4_Lite_Slave (
    input  logic        ACLK,
    input  logic        ARESETn,
    input  logic [3:0]  AWADDR,
    input  logic        AWVALID,
    output logic        AWREADY,
    input  logic [31:0] WDATA,
    input  logic        WVALID,
    output logic        WREADY,
    output logic [1:0]  BRESP,
    output logic        BVALID,
    input  logic        BREADY,
    input  logic [3:0]  ARADDR,
    input  logic        ARVALID,
    output logic        ARREADY,
    output logic [31:0] RDATA,
    output logic        RVALID,
    input  logic        RREADY,
    output logic [1:0]  RRESP
);
    logic [31:0] slv_reg [0:3];
    wire aw_hs = AWVALID & AWREADY;
    wire w_hs  = WVALID  & WREADY;
    wire ar_hs = ARVALID & ARREADY;
    typedef enum { AW_IDLE_S, AW_READY_S } aw_state_e;
    aw_state_e aw_state, aw_state_next;
    always_ff @(posedge ACLK or negedge ARESETn) begin
        if (!ARESETn) aw_state <= AW_IDLE_S;
        else          aw_state <= aw_state_next;
    end
    always_comb begin
        aw_state_next = aw_state;
        AWREADY = 1'b0;
        unique case (aw_state)
            AW_IDLE_S: begin
                if (AWVALID) aw_state_next = AW_READY_S;
            end
            AW_READY_S: begin
                AWREADY = 1'b1;               
                aw_state_next = AW_IDLE_S;
            end
        endcase
    end
    typedef enum { W_IDLE_S, W_READY_S } w_state_e;
    w_state_e w_state, w_state_next;
    always_ff @(posedge ACLK or negedge ARESETn) begin
        if (!ARESETn) w_state <= W_IDLE_S;
        else          w_state <= w_state_next;
    end
    always_comb begin
        w_state_next = w_state;
        WREADY = 1'b0;
        unique case (w_state)
            W_IDLE_S: begin
                if (WVALID) w_state_next = W_READY_S;
            end
            W_READY_S: begin
                WREADY = 1'b1;                
                w_state_next = W_IDLE_S;
            end
        endcase
    end
    logic [3:0]  awaddr_q;
    logic [31:0] wdata_q;
    logic        aw_seen, w_seen;
    logic        wr_commit;   
    always_ff @(posedge ACLK or negedge ARESETn) begin
      if (!ARESETn) begin
        awaddr_q  <= '0;
        wdata_q   <= '0;
        aw_seen   <= 1'b0;
        w_seen    <= 1'b0;
        wr_commit <= 1'b0;
      end else begin
        wr_commit <= 1'b0;    
        if (aw_hs) begin
          awaddr_q <= AWADDR;    
          aw_seen  <= 1'b1;
        end
        if (w_hs) begin
          wdata_q <= WDATA;      
          w_seen  <= 1'b1;
        end
        if (aw_seen && w_seen) begin
          slv_reg[awaddr_q[3:2]] <= wdata_q;   
          aw_seen   <= 1'b0;
          w_seen    <= 1'b0;
          wr_commit <= 1'b1;                   
        end
      end
    end
    typedef enum { B_IDLE_S, B_VALID_S } b_state_e;
    b_state_e b_state, b_state_next;
    always_ff @(posedge ACLK or negedge ARESETn) begin
        if (!ARESETn) b_state <= B_IDLE_S;
        else          b_state <= b_state_next;
    end
    always_comb begin
        b_state_next = b_state;
        BVALID = 1'b0;
        BRESP  = 2'b00;                  
        unique case (b_state)
            B_IDLE_S: begin
                if (wr_commit)           
                    b_state_next = B_VALID_S;
            end
            B_VALID_S: begin
                BVALID = 1'b1;           
                if (BREADY)
                    b_state_next = B_IDLE_S;
            end
        endcase
    end
    typedef enum { AR_IDLE_S, AR_READY_S } ar_state_e;
    ar_state_e ar_state, ar_state_next;
    always_ff @(posedge ACLK or negedge ARESETn) begin
        if (!ARESETn) ar_state <= AR_IDLE_S;
        else          ar_state <= ar_state_next;
    end
    always_comb begin
        ar_state_next = ar_state;
        ARREADY = 1'b0;
        unique case (ar_state)
            AR_IDLE_S: begin
                if (ARVALID) ar_state_next = AR_READY_S;
            end
            AR_READY_S: begin
                ARREADY = 1'b1;          
                ar_state_next = AR_IDLE_S;
            end
        endcase
    end
    typedef enum { R_IDLE_S, R_VALID_S } r_state_e;
    r_state_e r_state, r_state_next;
    always_ff @(posedge ACLK or negedge ARESETn) begin
      if (!ARESETn) begin
        r_state <= R_IDLE_S;
        RVALID  <= 1'b0;
        RDATA   <= '0;
        RRESP   <= 2'b00;  
      end else begin
        r_state <= r_state_next;
        if (r_state == R_VALID_S && RVALID && RREADY)
          RVALID <= 1'b0;
        if (r_state == R_IDLE_S && ar_hs) begin
          RDATA  <= slv_reg[ARADDR[3:2]];
          RRESP  <= 2'b00;  
          RVALID <= 1'b1;
        end
      end
    end
    always_comb begin
      r_state_next = r_state;
      unique case (r_state)
        R_IDLE_S : if (ar_hs)                    r_state_next = R_VALID_S;
        R_VALID_S: if (RVALID && RREADY)         r_state_next = R_IDLE_S;
      endcase
    end
endmodule
```

## ./run.sh

```bash
#!/bin/bash
# OpenROAD 26Q1-2900-gdf79404cd8, Yosys 0.63+post, stock flow scripts
make -C /OpenROAD-flow-scripts/flow DESIGN_CONFIG=/design/flow/config.mk WORK_HOME=/design/flow/orfs finish
```

==> impl_metrics.json <==
{
  "final_layout_top_logic_cell": "edfxtp_1",
  "floorplanUtilization": 0.412,
  "routed_wl_um": 13100,
  "timing_hold_violations_final": 0,
  "detailed_place_hpwl_um": 7540,
  "horizontal_extent_of_the_die_um": 141,
  "powerDensity_mw_per_mm2": 282,
  "leakagePower_nw": 3.48,
  "residual_drc": 0,
  "vias_per_cell": 4.81,
  "yosys-stat-area_mm2": 0.00776,
  "chipArea_mm2": 0.0200,
  "drt-initial-drc-count": 210,
  "grt.overflow.total": 0,
  "reg2reg_to": "slv_reg[3][19]",
  "synth_cell_types": 27,
  "crit_chain": "buf_4 -> nand4_1 -> nor2_4 -> buf_4",
  "tightest_slew_margin_relative_to_the_limit": 0.534,
  "setup_viol": 0,
  "grt_first_pass_wirelength_um": 20500,
  "clock_skew_ns": 0.0167,
  "cts_num_sinks": 208,
  "antenna_violating_nets_post_route": 0,
  "run_status": "finished, final reports clean",
  "area_growth_pct": 22.1,
  "first_global_vias": 3759,
  "finalSetupTns_ns": 0,
  "cts-buffers-inserted": 21,
  "cap_violations": 0,
  "r2r.worst_path.cells": 3,
  "final_layout_size_suffix_gt1_frac": 0.318,
  "worstSkewPairLatency_ns": 0.49,
  "critPathArrivalTime_ns": 3.03,
  "rsz0062_at_grt": "no",
  "vias": 3502,
  "finalCritPeriodShare": 0.412,
  "clk_path_buf_depth": 3,
  "min_path_type": "flip-flop to flip-flop",
  "instance_count_of_the_mapped_netlist": 357,
  "placement.setup.worst_slack_ns": 3.51,
  "core_region_area_mm2": 0.0188,
  "tightestPinTransition_ns": 0.699,
  "layout.cells.most_common_list": "edfxtp_1, clkdlybuf4s50_1, dfrtp_1, mux2_2",
  "grt_max_degree": 45,
  "yosys-stat-cells": 357,
  "synth_seq_share": 0.754,
  "design.portCount": 88,
  "max-vdd-ir-drop_uv": 150,
  "finalWorstPathRequiredPeriod_ns": 2.89,
  "antenna_found_initial": 0,
  "htreeDepth": 1,
  "startpoint_of_the_lowest_slack_register_to_register_path": "awaddr_q[3]",
  "maxSlewViolCount": 0,
  "num-fill-cells": 1512,
  "min_path_cells": 1,
  "min_delay_worst_endpoint": "b_state[0]",
  "finalWorstSetupSlack_ns": 4.11,
  "yosys_register_bits": 208,
  "hold_path_startpoint": "wr_commit",
  "grt.total_usage": 0.149,
  "openroad.warnings": 29,
  "routedWlPerCell_um": 17.9,
  "cts_hold_repair.buffers": 0,
  "cts.repair.resized": 0,
  "num_antenna_cells": 0,
  "critical_path_required_ns": 7.15,
  "cts_post_setup_buffers_inserted": 0,
  "cts.clk_slew.worst_paths_ns": 0.06,
  "slowest_delay_ns": 0.46,
  "place.port_buffers": 79,
  "cts_root_buffer": "clkbuf_16",
  "end_kind": "flip-flop",
  "timing.critical_path.fanout_max": 39,
  "setup_crit_path_kind": "input pin to flip-flop",
  "max_clock_freq_ghz": 0.347,
  "post_synth_instance_area_mm2": 0.00776,
  "crit_slowest_cell": "nor2_4",
  "synth_warnings": 2,
  "detailedRoute.firstPassIterationCount": 4,
  "ff2ff_setup_slack_ns": 5.11,
  "largest_register_ffs": 128,
  "rows": 50,
  "synth_area_per_cell_um2": 21.7,
  "crit_path_frequent_cell": "buf_4",
  "chip_height_um": 141,
  "timing.critical_path.from_type": "input pin",
  "gp_weighted_congestion": 0.729,
  "clock_tree_from_tritoncts": "built"
}
==> worst max path at each step <==
stage                 startpoint              to  slack [ns]  depth (start not counted)
after CTS                ARESETn  slv_reg[3][19]        4.05                          4
after global routing     ARESETn  slv_reg[3][19]        3.92                          4
final                    ARESETn  slv_reg[3][19]        4.11                          4
==> cell families after synthesis <==
| family | count (synthesis) | share of synthesized area |
|---|---|---|
| multiplexers | 99 | 0.205 |
| AND-OR/OR-AND | 6 | 0.00516 |
| flip-flops | 208 | 0.754 |
| buffers and inverters | 21 | 0.0206 |
| other | 1 | 0.000483 |
| AND/OR/NAND/NOR | 22 | 0.0140 |
==> final cells by class <==
type | count | area, µm² | area share
clock buffer | 30 | 579 | 0.0611
timing repair buffer | 90 | 861 | 0.0908
sequential | 208 | 5850 | 0.618
multi-input combinational | 131 | 1790 | 0.189
inverter | 3 | 11.3 | 0.00119
clock inverter | 6 | 60.1 | 0.00634
tap | 260 | 325 | 0.0343
==> stage by stage <==
stage | hold WS [ns] | util | total power [mW] | std cells | area (µm²)
global placement | 0.414 | 0.469 | 1.66 | 692 | 8840
floorplan | 0.391 | - | 1.59 | 360 | 7770
CTS | 0.425 | 0.503 | 2.71 | 728 | 9480
global route | 0.438 | 0.503 | 2.78 | 728 | 9480
finish | 0.419 | 0.503 | 2.67 | 728 | 9480
detailed placement | 0.415 | 0.469 | 1.67 | 692 | 8840
==> per-layer routing <==
metal  wire length, µm  vias to the layer above  global-route usage
li1                  -                     1581                   -
met3              1120                       23              0.0657
met4               288                        0              0.0309
met5                 0                        -                   0
met2              6470                      142               0.226
met1              5190                     1756               0.216
==> synth_stat cells, drive strengths merged <==
| master | number | area share |
|---|---|---|
| edfxtp | 128 | 0.50 |
| dfrtp | 75 | 0.24 |
| mux2 | 66 | 0.11 |
| mux4 | 32 | 0.094 |
| buf | 18 | 0.019 |
| nand2 | 7 | 0.0034 |
| dfstp | 5 | 0.017 |
| and2 | 4 | 0.0032 |
| inv | 3 | 0.0015 |
| nand2b | 3 | 0.0024 |
| nor2 | 3 | 0.0015 |
| a21o | 2 | 0.0019 |
| nor3 | 2 | 0.0013 |
| o21ai | 2 | 0.0013 |
| a21oi | 1 | 0.00064 |
| a32o | 1 | 0.0013 |
| and3 | 1 | 0.00081 |
| conb | 1 | 0.00048 |
| mux2i | 1 | 0.0013 |
| nand3 | 1 | 0.00064 |
| nand4 | 1 | 0.00081 |
==> power breakdown <==
group,switching [mW],internal [mW]
logic,0.0683,0.0872
registers,0.0575,1.42
clock network,0.425,0.612
==> worst max-delay path: cells and delay by family <==
family	cells	cell delay (ns)
and+or+nand+nor	2	0.78
buffers and inverters	2	0.83
No activity file was given, so power comes from the tool's default toggle rates.
